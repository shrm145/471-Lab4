File: ./design.v
`timescale 1 ps / 100 fs
module adder (sum, cout, a, b, cin);
	output sum, cout;
	input a, b, cin;
	wire andAB, andACin, andBCin;
	and #50 (andAB, a, b);
	and #50 (andACin, a, cin);
	and #50 (andBCin, b, cin);
	or #50 (cout, andAB, andACin, andBCin);
	xor #50 (sum, a, b, cin);
endmodule 
module adder_testbench();
	wire sum, cout;
	reg a, b, cin;
	adder dut (.sum, .cout, .a, .b, .cin);
	integer i;
	initial begin
		a = 0; b = 0; cin = 0; #1000;
		a = 1; b = 0; cin = 0; #1000;
		a = 0; b = 1; cin = 0; #1000;
		a = 1; b = 1; cin = 0; #1000;
		a = 0; b = 0; cin = 1; #1000;
		a = 1; b = 0; cin = 1; #1000;
		a = 0; b = 1; cin = 1; #1000;
		a = 1; b = 1; cin = 1; #1000;
	end
endmodule 
`timescale 1 ps / 100 fs
module adder32Bit #(parameter WIDTH = 32)(out, cout, overflow, in0, in1, ctrl);
	output [WIDTH-1:0] out;
	output cout, overflow;
	input [WIDTH-1:0] in0, in1;
	input ctrl;
	wire[WIDTH:0] carryValues;  
	wire [WIDTH-1:0] in1ToAdder, notIn1, tempOut;
	assign carryValues[0] = ctrl;
	genvar i;	
	generate
		for(i=0; i<WIDTH; i++) begin : eachBit
			not #50 (notIn1[i], in1[i]);
			mux2_1Bit muxToSubtract (.out(in1ToAdder[i]), .in0(in1[i]), .in1(notIn1[i]), .sel(ctrl));
			adder addrBit (.sum(tempOut[i]), .cout(carryValues[i+1]), .a(in0[i]), .b(in1ToAdder[i]), .cin(carryValues[i]));
		end
	endgenerate
	xor #50(overflow, carryValues[WIDTH-1], carryValues[WIDTH]);
	assign cout = carryValues[WIDTH];
	assign out = tempOut;	
endmodule 
module adder32Bit_testbench();
	parameter WIDTH = 32;
	wire [WIDTH-1:0] out;
	wire cout, overflow;
	reg [WIDTH-1:0] in0, in1;
	reg ctrl;
	adder32Bit dut (.out, .cout, .overflow, .in0, .in1, .ctrl);
	initial begin
		ctrl = 0;
		in0 = 0; in1 = 0; #100000;
		in0 = 2; in1 = 8; #100000;
		in0 = 10; in1 = 0; #100000;
		ctrl = 1; 
		in0 = 40; in1 = 12; #100000;
		in0 = 54; in1 = 100; #100000;
	end
endmodule 
`timescale 1 ps / 100 fs
module mux2_1Bit(out, in0, in1, sel);    
	output out;    
	input sel, in0, in1;
	wire selBar;
	wire [1:0] temp;
	not #50(selBar, sel);
	and #50(temp[0], in0, selBar);
	and #50(temp[1], in1, sel);
	or #50(out, temp[0], temp[1]);
endmodule 
module mux2_1Bit_testbench();  
	reg sel;  
	reg in0, in1;
	wire out;  
	mux2_1Bit dut (.out, .in0, .in1, .sel); 
	initial begin    
		sel=0; in0=0; in1=1; #10;  
		sel=0; in0=1; in1=0; #10;  
		sel=0; in0=1; in1=1; #10;  
		sel=0; in0=0; in1=0; #10;  
		sel=1; in0=0; in1=1; #10;  
		sel=1; in0=1; in1=0; #10;  
		sel=1; in0=1; in1=1; #10;  
		sel=1; in0=0; in1=0; #10;  
	end 
endmodule 
File: ./run.sh
#!/bin/bash
# OpenROAD 26Q1-2900-gdf79404cd8, Yosys 0.63+post, stock flow scripts
make -C /OpenROAD-flow-scripts/flow DESIGN_CONFIG=/design/flow/config.mk WORK_HOME=/design/flow/orfs finish
File: ./config.mk
export PLATFORM = sky130hd
export DESIGN_NAME = adder32Bit
export DESIGN_NICKNAME = adder32Bit
export VERILOG_FILES = /design/flow/design.v
export SDC_FILE = /design/flow/constraint.sdc
export NUM_CORES = 4
export LEC_CHECK = 1
export CORE_AREA = 10 10 111 111
export DIE_AREA = 0 0 121 121
File: ./constraint.sdc
current_design adder32Bit

set clk_period 13.0
set clk_io_pct 0.2

create_clock -name clk0 -period $clk_period

set non_clock_inputs [all_inputs -no_clocks]
set_input_delay [expr $clk_period * $clk_io_pct] -clock clk0 $non_clock_inputs
set_output_delay [expr $clk_period * $clk_io_pct] -clock clk0 [all_outputs]
==> impl_metrics.toml <==
# generated from flow reports
[synth]
syn_avg_cell_area_sq_um = 9.06
most_common_cell = "inv_1"
synthCells = 159
common_cells = "58 x inv_1, 32 x buf_4, 31 x fa_1"
top_area_frac = 0.431
yosys-stat-area_sq_um = 1440
yosys-stat-cells = 159
ys_warn_count = 0
ys_top_cells_by_area = "fa_1 43%, xnor2_1 18%, buf_4 17%"
top_area_cell = "fa_1"
synth.distinct_cells = 9
ys_seq_share = 0
syn-cell-area_sq_um = 1440

[placed_design]
routabilityCongestion = 0.765
port_buffers = 99
dp.cells = 360
hpwl_microns = 3820

[final_timing]
slew_headroom = 0.768
hold_violations = 0
drv_slew = 0
fin_tns_setup_ns = -23.96
worst_slack_ns = -3.29
setup_viol = 12
period_needed_ns = 16.29
rsz0062_at_grt = "true"
hold_ws_ns = 5.73
period_used_share = 1.25
worstMarginPinSlew_ns = 0.348
fmax_mhz = 61.4

[layout]
nFlopsAndLatches = 0
comb_area_sq_um = 1040
drive_above_1_share = 0.298
nClkBuffers = 0
seq_area_sq_um = 0
area_growth_pct = 67.9
finalNonFillerCells = 361
fill_cells = 1054

[setup_path]
cp_max_fo = 2
criticalPathCategory = "input port to output pin"
crit_path_frequent_cell = "fa_2"
slowest_stage = "fa_2"
arrival_ns = 13.69
worst_setup_path_start_kind = "input port"
cp_top_family = "adder cells"
max_stage_delay_ns = 0.41
end_kind = "output pin"
path_buffers = 4
worstPathRequired_ns = 10.40

[worst_hold_path]
worstHoldStart = "in1[0]"
min_path_type = "input port to output pin"
min_to = "out[0]"
hold_depth = 3

[route]
drc_errors = 0
via_per_inst = 2.88
antennaDiodeCount = 0
wl_per_cell_microns = 10.9
drtIter0Drc = 3
final_antenna_net_count = 0
drt_wl_total_microns = 3940
first_pass_iters = 2
vias = 1039

[floorplanning]
pin_count = 99
core_sq_um = 9860
fp_util = 0.146
die-area_sq_um = 14600
die_y_microns = 121
fp-row-count = 36
chipWidth_microns = 121

[global_route]
gr-total-overflow = 0
first_global_vias = 1218
grt_max_degree = 21
grt_pass1_wl_microns = 6330
grt_usage = 0.0540
grt_antenna_before_repair = 0

[flow_run]
maxCapViolations = 0
warnings = 35

[pwr]
ir_drop_v = 0.0000168
p_leak_nw = 1.04
p_per_area_nw_per_um2 = 57.5

[status]
run_status = "finished, violations left"
violations = "setup timing"
==> worst max-delay path by stage <==
| stage | startpoint | to | cells past startpoint |
|---|---|---|---|
| 5_1_grt | in1[1] | out[31] | 36 |
| 6_report | in1[1] | out[31] | 36 |
| 4_1_cts | in1[1] | out[31] | 36 |
==> where the power goes <==
group | internal (mW) | switching (mW)
clock network | 0 | 0
logic | 0.0921 | 0.0470
registers | 0 | 0
total | 0.0921 | 0.0470
==> cells in the final DEF (no fill, tap or decap), types with 2 or more instances in the layout <==
cell type        instances
clkdlybuf4s50_1         78
inv_1                   48
fa_2                    31
xnor2_1                 28
buf_2                   11
inv_2                   10
buf_6                    5
buf_4                    5
dlygate4sd2_1            3
xor2_1                   2
buf_8                    2
==> tightest hold or removal path: cells and delay by family <==
kind	cells	cell delay, ns
XOR/XNOR	1	0.05
buffers and inverters	2	0.49
==> per-stage QoR <==
| stage | total power, mW | utilization | setup WS [ns] | instance area, sq um |
|---|---|---|---|---|
| finish | 0.139 | 0.245 | -3.29 | 2420 |
| global route | 0.160 | 0.245 | -3.61 | 2420 |
| CTS | 0.139 | 0.240 | -3.41 | 2370 |
| detailed placement | 0.148 | 0.244 | -4.11 | 2410 |
| global placement | 0.147 | 0.244 | -4.09 | 2410 |
| floorplan | 0.0898 | - | -3.12 | 1530 |
==> per-layer routing <==
| layer | wire, microns | GRT usage |
|---|---|---|
| met1 | 1570 | 0.0652 |
| met2 | 1910 | 0.0949 |
| met3 | 460 | 0.0208 |
| met4 | 0 | 0 |
| met5 | 0 | 0 |
==> final cells by class <==
class                           count  area share
Inverter                           58      0.0900
Multi-Input combinational cell     65       0.428
Tap cell                          133      0.0688
Timing Repair Buffer              105       0.413
==> logic make-up (layout without fill, tap and decap cells) <==
| logic type | after synthesis | count (layout) | synth area share |
|---|---|---|---|
| fa+ha+maj | 31 | 31 | 0.431 |
| xor+xnor | 33 | 33 | 0.201 |
| buf+inv | 94 | 163 | 0.361 |
| mux | 1 | 1 | 0.00782 |
==> timing repair <==
item,4_1_cts,5_1_grt
hold buffers,0,0
endpoints found under the setup margin,14,14
cloned,0,0
pin swaps,1,0
buffers inserted,1,0
resized,67,15
Power and IR drop assume default switching activity.
